==> design/flow/design.v <==
`timescale 1ns / 1ps
module layer2_buffer(
          input clk,
          input [286:0] din,
          input save,
          output reg signed[17:0] dout,
          output reg[7:0] addr,
          output reg layer3_en
 );
     reg signed[17:0] buffer[0:511];
     reg [8:0] offset;
     reg flag;
     reg [8:0] addra;
     reg [5:0] count;
     reg save_com;
     reg read_start;
     initial begin
       offset<=0;
       flag<=0;
       count<=0;
       save_com<=0;
       read_start<=0;
       layer3_en<=0;
       addr<=0;
       addra<=0;
     end
     always@(posedge clk)
     begin
         if(save)
         begin
             if(flag)
              offset='d256;
             else
              offset='d0;
            buffer[offset+count*16+0]=din[286:270];
            buffer[offset+count*16+1]=din[269:252];
            buffer[offset+count*16+2]=din[251:234];
            buffer[offset+count*16+3]=din[233:216];
            buffer[offset+count*16+4]=din[215:198];
            buffer[offset+count*16+5]=din[197:180];
            buffer[offset+count*16+6]=din[179:162];
            buffer[offset+count*16+7]=din[161:144];
            buffer[offset+count*16+8]=din[143:126];
            buffer[offset+count*16+9]=din[125:108];
            buffer[offset+count*16+10]=din[107:90];
            buffer[offset+count*16+11]=din[89:72];
            buffer[offset+count*16+12]=din[71:54];
            buffer[offset+count*16+13]=din[53:36];
            buffer[offset+count*16+14]=din[35:18];
            buffer[offset+count*16+15]=din[17:0];
            count=count+1;
            if(count==16)
            begin
             count=0;
             flag=~flag;
             save_com=1;
            end
         end
           else
             save_com=0;
     end
     always@(posedge clk)
     begin
        if(save_com)
          read_start=1;
        if(read_start)
        begin
          if(flag)
            dout=buffer[addra];
          else
            dout=buffer[addra+256];
          addra=addra+1;
          addr=addra-1;
          layer3_en=1;
          if(addra=='d256)
          begin
            addra=0;
            read_start=0;
          end  
        end
        else
          layer3_en=0;
     end
endmodule
==> design/flow/run.sh <==
#!/bin/bash
# OpenROAD 26Q1-2900-gdf79404cd8, Yosys 0.63+post, stock flow scripts
make -C /OpenROAD-flow-scripts/flow DESIGN_CONFIG=/design/flow/config.mk WORK_HOME=/design/flow/orfs finish
==> design/flow/config.mk <==
export PLATFORM = sky130hd
export DESIGN_NAME = layer2_buffer
export DESIGN_NICKNAME = layer2_buffer
export VERILOG_FILES = /design/flow/design.v
export SDC_FILE = /design/flow/constraint.sdc
export NUM_CORES = 4
export LEC_CHECK = 1
export CORE_UTILIZATION = 30
export SYNTH_MEMORY_MAX_BITS = 65536
==> design/flow/constraint.sdc <==
current_design layer2_buffer

set clk_period 1989.3
set clk_io_pct 0.2

create_clock -name clk0 -period $clk_period [get_ports {clk}]

set non_clock_inputs [all_inputs -no_clocks]
set_input_delay [expr $clk_period * $clk_io_pct] -clock clk0 $non_clock_inputs
set_output_delay [expr $clk_period * $clk_io_pct] -clock clk0 [all_outputs]
==> results_slide.txt <==
Key Metrics from the Run

Outcome
  • Status: finished, violations left
  • Failing checks: antenna rules

Synth
  • Distinct lib cells used: 72
  • Most numerous cell in the Yosys netlist: edfxtp_1
  • Yosys stat chip area: 351,000 µm²
  • Ys Warns: 1
  • Commonest flop: edfxtp_1
  • Cell count after synthesis: 15,200
  • Commonest cells in the netlist: edfxtp_1, mux4_2, mux2i_1
  • Yosys top cell area share: 0.789
  • Mean Syn Cell Area: 23.2 µm²
  • Post-synth regs: 9,229
  • Seq share, synth: 0.790
  • Biggest area cells: edfxtp_1, mux4_2, mux2i_1, a22oi_1, nand2_1
  • Mapped Area: 351,000 µm²
  • Yosys stat cell total: 15,200
  • Cell taking the most area after synthesis: edfxtp_1
  • Asr flop ratio synth: 0
  • Count of library flops with an enable pin: 9,226

Critical path
  • CP Launch Type: primary input
  • CP max stage delay: 0.81 ns
  • CP Cell Sequence: clkdlybuf4s50_1 > nand2_1 > buf_4 > nor2_4 > buf_4 > buf_4 > buf_4 > buf_4
  • Arr. time, crit path: 402.44 ns
  • Critical path depth in cells: 8
  • Worst Reg2Reg Path Length in Cells: 15
  • Required time of the critical path: 1990.10 ns
  • CP delay by family, top: buffers and inverters
  • Max FO, Critical Path: 39
  • Crit-path slowest cell: clkdlybuf4s50_1
  • Worst path most repeated cell: buf_4
  • Critical Setup Path Class: in -> reg
  • Worst setup EP type: flip-flop
  • WP buf/inv: 6

Layout
  • Fill cells: 105,000
  • Finished Layout Cells: 33,100
  • Layout cell share with drive strength beyond 1: 0.277
  • Post-synthesis to final-layout area growth: 16.0%

Place
  • IO buf count: 315
  • Post-DP HPWL: 674,000 µm
  • GP Congestion: 0.888
  • Placed Cells: 31,100

Min path
  • Hold Path Class: reg -> reg
  • Hold Path Cell Cnt: 1

Floorplanning
  • Fp util: 0.301
  • Chip width: 1080 µm
  • Die Area: 1,170,000 µm²
  • I/O pins: 316
  • Die Ht: 1080 µm
  • Rows: 396
  • Core Footprint: 1,160,000 µm²

Run
  • Max-Cap Viols: 0
  • Log Warnings: 32

Route
  • WL per Instance: 33.3 µm
  • Detailed router's first-iteration violation count: 13,000
  • DRC: 0
  • Final wirelength: 1,100,000 µm
  • Drt pass-1 iters: 8
  • Antenna Nets Post-Route: 1
  • DR vias: 171,000
  • Via density: 5.18

CTS
  • Worst skew pair latency: 1.21 ns
  • CTS Hold Buffers Added: 0
  • CTS tree: done
  • Sink Count: 9,229
  • TritonCTS Buffers: 920
  • Reg clk slew, reported paths: 0.06 ns
  • Root Buffer: clkbuf_16
  • Resized cells post-CTS: 0
  • Setup Buffers After CTS: 0
  • Clock buffer depth: 5
  • Depth of the CTS H-tree: 6

Power
  • Power per Cell Area: 1.37 nW/µm²
  • Power Total: 558 µW
  • Worst vdd ir: 0.00171 mV
  • Leakage: 126 nW

STA
  • Part of the cycle the worst path needs: 0.202
  • Relative slew slack: 0.111
  • Fin crit period: 401.64 ns
  • RSZ-0062 raised after global routing: false
  • Achievable clock frequency: 0.00249 GHz
  • Worst-Margin Slew: 1.33 ns
  • Fin Setup TNS: 0 ns
  • Slew Limit Fails: 0
  • Hold Fails Final Rpt: 0
  • Final setup violation count: 0
  • Tightest hold margin: 0.477 ns
  • Final Skew: 0.0843 ns

Global routing
  • Initial antenna violation count: 185
  • Vias in the first global route: 187,000
  • GRT Overall Usage: 0.200
  • Largest net degree at the start of global routing: 97
  • Total gr overflow: 0
  • First-pass GRT wire length: 1,510,000 µm
metal layers:
| layer | vias up | wire (µm) | GRT usage |
|---|---|---|---|
| met5 | - | 3990 | 0.0171 |
| met1 | 86800 | 304000 | 0.184 |
| met3 | 2325 | 235000 | 0.197 |
| li1 | 68400 | - | - |
| met4 | 240 | 55500 | 0.0824 |
| met2 | 13500 | 503000 | 0.289 |
area by class of cell:
cell class,instances,area [µm²],share of cell area
flip-flops and latches,9229,277000,0.681
well taps,15500,19400,0.0477
clock inverters,597,5840,0.0144
clock buffers,1104,23900,0.0587
diodes,248,621,0.00152
repair buffers,1284,10100,0.0248
multi-input cells,5062,70100,0.172
inverters,15,88.8,0.000218
state kept, by name, summed over array words and instances (netlist names):
signal,count
read_start,1
buffer,9184
layer3_en,1
count,6
dout,18
flag,1
addr,8
save_com,1
addra,9
logic make-up after synthesis:
logic type,count (synthesis),share of synthesized area
XOR/XNOR,21,0.000524
buffers and inverters,863,0.0128
adder cells (fa/ha/maj),7,0.000250
flip-flops,9229,0.790
multiplexers,2831,0.159
AND-OR/OR-AND,1366,0.0273
AND/OR/NAND/NOR,837,0.0108
worst register-to-register path, delay by kind of cell (launching register included):
family          cells  cell delay, ns
buf+inv            10            5.64
flops               1            0.35
compound gates      2            0.80
simple gates        1            0.43
mux                 2            1.11
report_power, final:
part	switching, mW	internal (mW)
clock	0.0742	0.0975
sequential	0.000824	0.218
combinational	0.109	0.0586
total	0.184	0.374
through the flow:
stage | setup WS, ns | util | area, µm²
finish | 1587.66 | 0.350 | 407000
global route | 1587.53 | 0.349 | 407000
CTS | 1587.84 | 0.349 | 406000
detailed placement | 1586.63 | 0.324 | 377000
global placement | 1586.71 | 0.324 | 377000
floorplan | 1578.43 | - | 351000
final timing paths:
kind | start | to | slack (ns)
setup / recovery | save | buffer[17][10] | 1587.66
hold / removal | save_com | save_com | 0.48
setup reg to reg | addra[0] | dout[3] | 1980.63
hold reg to reg | save_com | save_com | 0.48
cells in the final DEF (no fill, tap or decap), types with 92 or more instances in the layout:
cell type        netlist  final
edfxtp_1            9226   9226
mux4_2              2182   2182
buf_4                132    935
clkbuf_16              0    928
mux2i_1              604    604
nand2_1              404    385
a22oi_1              343    343
diode_2                0    248
a21oi_1              246    246
clkinv_1               1    209
clkinv_2               0    202
clkbuf_1             261    176
clkdlybuf4s50_1        0    161
buf_2                291    154
a221oi_1             153    153
o22ai_1              125    125
o21ai_0              122    122
bufinv_16              0     92
No activity file was given, so power comes from the tool's default toggle rates.
