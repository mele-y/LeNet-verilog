$ cat design/flow/design.v
`timescale 1ns / 1ps
module layer3_buffer(
           input clk,
           input [0:1919] din,
           input save,
           output reg signed[0:15] dout,
           output reg layer4_en,
           output reg[6:0] addr
    );
    reg flag;
    reg signed[15:0] buffer[0:239];
    reg[8:0] offset;
    reg[6:0] addra;
    reg save_com;
    reg read_start;
    reg read_com;
    initial begin
        flag<=0;
        offset<=0;
        save_com<=0;
        addra<=0;
        dout<=0;
        layer4_en<=0;
        addr<=0;
        read_start<=0;
        read_com<=0;
    end
    always@(posedge clk )
    begin
       if(save)
       begin
       if(flag)
           offset=120;
       else
           offset=0;
          buffer[0+offset]=din[0:15];
           buffer[1+offset]=din[16:31];
           buffer[2+offset]=din[32:47];
           buffer[3+offset]=din[48:63];
           buffer[4+offset]=din[64:79];
           buffer[5+offset]=din[80:95];
           buffer[6+offset]=din[96:111];
           buffer[7+offset]=din[112:127];
           buffer[8+offset]=din[128:143];
           buffer[9+offset]=din[144:159];
           buffer[10+offset]=din[160:175];
           buffer[11+offset]=din[176:191];
           buffer[12+offset]=din[192:207];
           buffer[13+offset]=din[208:223];
           buffer[14+offset]=din[224:239];
           buffer[15+offset]=din[240:255];
           buffer[16+offset]=din[256:271];
           buffer[17+offset]=din[272:287];
           buffer[18+offset]=din[288:303];
           buffer[19+offset]=din[304:319];
           buffer[20+offset]=din[320:335];
           buffer[21+offset]=din[336:351];
           buffer[22+offset]=din[352:367];
           buffer[23+offset]=din[368:383];
           buffer[24+offset]=din[384:399];
           buffer[25+offset]=din[400:415];
           buffer[26+offset]=din[416:431];
           buffer[27+offset]=din[432:447];
           buffer[28+offset]=din[448:463];
           buffer[29+offset]=din[464:479];
           buffer[30+offset]=din[480:495];
           buffer[31+offset]=din[496:511];
           buffer[32+offset]=din[512:527];
           buffer[33+offset]=din[528:543];
           buffer[34+offset]=din[544:559];
           buffer[35+offset]=din[560:575];
           buffer[36+offset]=din[576:591];
           buffer[37+offset]=din[592:607];
           buffer[38+offset]=din[608:623];
           buffer[39+offset]=din[624:639];
           buffer[40+offset]=din[640:655];
           buffer[41+offset]=din[656:671];
           buffer[42+offset]=din[672:687];
           buffer[43+offset]=din[688:703];
           buffer[44+offset]=din[704:719];
           buffer[45+offset]=din[720:735];
           buffer[46+offset]=din[736:751];
           buffer[47+offset]=din[752:767];
           buffer[48+offset]=din[768:783];
           buffer[49+offset]=din[784:799];
           buffer[50+offset]=din[800:815];
           buffer[51+offset]=din[816:831];
           buffer[52+offset]=din[832:847];
           buffer[53+offset]=din[848:863];
           buffer[54+offset]=din[864:879];
           buffer[55+offset]=din[880:895];
           buffer[56+offset]=din[896:911];
           buffer[57+offset]=din[912:927];
           buffer[58+offset]=din[928:943];
           buffer[59+offset]=din[944:959];
           buffer[60+offset]=din[960:975];
           buffer[61+offset]=din[976:991];
           buffer[62+offset]=din[992:1007];
           buffer[63+offset]=din[1008:1023];
           buffer[64+offset]=din[1024:1039];
           buffer[65+offset]=din[1040:1055];
           buffer[66+offset]=din[1056:1071];
           buffer[67+offset]=din[1072:1087];
           buffer[68+offset]=din[1088:1103];
           buffer[69+offset]=din[1104:1119];
           buffer[70+offset]=din[1120:1135];
           buffer[71+offset]=din[1136:1151];
           buffer[72+offset]=din[1152:1167];
           buffer[73+offset]=din[1168:1183];
           buffer[74+offset]=din[1184:1199];
           buffer[75+offset]=din[1200:1215];
           buffer[76+offset]=din[1216:1231];
           buffer[77+offset]=din[1232:1247];
           buffer[78+offset]=din[1248:1263];
           buffer[79+offset]=din[1264:1279];
           buffer[80+offset]=din[1280:1295];
           buffer[81+offset]=din[1296:1311];
           buffer[82+offset]=din[1312:1327];
           buffer[83+offset]=din[1328:1343];
           buffer[84+offset]=din[1344:1359];
           buffer[85+offset]=din[1360:1375];
           buffer[86+offset]=din[1376:1391];
           buffer[87+offset]=din[1392:1407];
           buffer[88+offset]=din[1408:1423];
           buffer[89+offset]=din[1424:1439];
           buffer[90+offset]=din[1440:1455];
           buffer[91+offset]=din[1456:1471];
           buffer[92+offset]=din[1472:1487];
           buffer[93+offset]=din[1488:1503];
           buffer[94+offset]=din[1504:1519];
           buffer[95+offset]=din[1520:1535];
           buffer[96+offset]=din[1536:1551];
           buffer[97+offset]=din[1552:1567];
           buffer[98+offset]=din[1568:1583];
           buffer[99+offset]=din[1584:1599];
           buffer[100+offset]=din[1600:1615];
           buffer[101+offset]=din[1616:1631];
           buffer[102+offset]=din[1632:1647];
           buffer[103+offset]=din[1648:1663];
           buffer[104+offset]=din[1664:1679];
           buffer[105+offset]=din[1680:1695];
           buffer[106+offset]=din[1696:1711];
           buffer[107+offset]=din[1712:1727];
           buffer[108+offset]=din[1728:1743];
           buffer[109+offset]=din[1744:1759];
           buffer[110+offset]=din[1760:1775];
           buffer[111+offset]=din[1776:1791];
           buffer[112+offset]=din[1792:1807];
           buffer[113+offset]=din[1808:1823];
           buffer[114+offset]=din[1824:1839];
           buffer[115+offset]=din[1840:1855];
           buffer[116+offset]=din[1856:1871];
           buffer[117+offset]=din[1872:1887];
           buffer[118+offset]=din[1888:1903];
           buffer[119+offset]=din[1904:1919];
        flag=~flag;
        save_com=1;
       end
       else
         save_com=0;
end
    always@(posedge clk)
    begin
        if(save_com)
            read_start=1;
        if(read_start)
         begin
             if(flag)
                 dout=buffer[addra];
            else
                 dout=buffer[addra+120];
            addra=addra+1;
            addr=addra-1;
            layer4_en=1;
            if(addra=='d120)
            begin
             addra=0;
             read_start=0;
            end  
           end
           else
              layer4_en=0;
    end
endmodule
$ cat design/flow/run.sh
#!/bin/bash
# OpenROAD 26Q1-2900-gdf79404cd8, Yosys 0.63+post, stock flow scripts
make -C /OpenROAD-flow-scripts/flow DESIGN_CONFIG=/design/flow/config.mk WORK_HOME=/design/flow/orfs finish
$ cat design/flow/config.mk
export PLATFORM = sky130hd
export DESIGN_NAME = layer3_buffer
export DESIGN_NICKNAME = layer3_buffer
export VERILOG_FILES = /design/flow/design.v
export SDC_FILE = /design/flow/constraint.sdc
export NUM_CORES = 4
export LEC_CHECK = 1
export CORE_AREA = 10 10 1148 1148
export DIE_AREA = 0 0 1158 1158
$ cat design/flow/constraint.sdc
current_design layer3_buffer

set clk_period 190.5
set clk_io_pct 0.2

create_clock -name clk0 -period $clk_period [get_ports {clk}]

set non_clock_inputs [all_inputs -no_clocks]
set_input_delay [expr $clk_period * $clk_io_pct] -clock clk0 $non_clock_inputs
set_output_delay [expr $clk_period * $clk_io_pct] -clock clk0 [all_outputs]
==> flow_summary.yaml <==
# implementation run metrics
drt:
  via_per_inst: 3.76
  post_drt_wl_per_cell_um: 35.6
  routed_wl_um: 1120000
  drtAntennaViolNets: 0
  num_vias: 118000
  detail_route.first_pass.iterations: 8
  drc: 0
  drt_first_iter_violations: 9484
setup_path:
  crit_fanout: 70
  worstSetupPathType: "primary input to register"
  r2r_slack_ns: 182.79
  reg2reg_depth: 15
  cp.arrival_ns: 45.62
  cp-start-kind: "primary input"
  crit_required_ns: 191.42
  end_kind: "register"
hold_path:
  hold_path.class: "register to register"
  hold_depth: 2
clock_tree:
  root_buffer: "clkbuf_16"
  clock-sinks: 3874
  worstSkewPairLatency_ns: 1.22
  cts_inserted_buffers: 449
  cts_tree: "built"
  clk_pin_slew_ns: 0.06
  clock_path_buffers: 5
  htreeDepth: 5
  postCtsHoldBufs: 0
  cts_resized: 0
  cts_setup_buffers: 0
status:
  status: "finished, final reports clean"
logic_synthesis:
  yosys.cell_count.top_type: "edfxtp_1"
  top_area_cell: "edfxtp_1"
  synth_seq_share: 0.653
  netlist_area_um2: 178000
  synthArstFlopShare: 0
  yosys_area_um2: 178000
  synth_flops: 3874
  synth-cells-yosys: 10700
  ys_top_cells_by_count: "edfxtp_1, a21o_1, mux4_2, clkbuf_1, nand2_1"
  synth.distinct_cells: 80
  synthCells: 10700
  yosysTopAreaCellShare: 0.652
  syn_avg_cell_area_um2: 16.6
  yosysWarnings: 1
  synthTopCellsByArea: "edfxtp_1, a21o_1, mux4_2"
  flop_cell: "edfxtp_1"
  synth-edff-count: 3871
power:
  cellLeakagePower_nw: 89.8
  ir_drop_mv: 0.0113
  powerDensity_nw_per_um2: 13.4
placement:
  gp_congestion: 0.970
  dpl_worst_slack_ns: 144.58
  hpwl_um: 928000
  io_buffers: 1945
  dpl.cell_count: 29500
  place_area_um2: 220000
die:
  die-width_um: 1160
  dieHeight_um: 1160
  coreArea_um2: 1290000
  io_pins: 1946
  num_rows: 418
  die_area_um2: 1340000
  fp_util: 0.138
global_route:
  grt_pass1_vias: 118000
  grt_max_degree: 162
  grt.overflow.total: 0
  grt_first_pass_wirelength_um: 1370000
  antenna_found_initial: 1052
  track_usage: 0.167
cells_and_area:
  nFillCells: 138000
  seq_area_um2: 116000
  finish.utilization: 0.184
  drive_above_1_share: 0.188
  stdcell_count: 31400
  logic_area_um2: 57500
  finish.instance_area_um2: 237000
  syn_to_final_growth_pct: 33.2
sta:
  finalHoldViolCount: 0
  fin_crit_sh: 0.235
  post-route-min-period_ns: 44.70
  fmax_mhz: 22.4
  setup_tns_ns: 0
  slew_headroom: 0.0842
  rsz0062_at_grt: "no"
  final_max_slew_viol_count: 0
  setup_slack_ns: 145.80
  setup_viol: 0
  worst_pin_slew_ns: 1.37
  finClkSkew_ns: 0.160
job:
  drv_cap: 0
  log.warning_count: 92
==> cells by family after synthesis <==
family	after synthesis	share of synthesized area
DFF	3874	0.653
AOI/OAI and AO/OA	3645	0.153
muxes	1130	0.135
and+or+nand+nor	1030	0.0282
buffers and inverters	1009	0.0296
xor gates and xnor gates	19	0.000934
adders and majority gates	4	0.000281
==> cells in the final DEF, fill, tap and decap left out, types with 19 or more instances in the layout <==
cell             count
bufinv_16           50
clkbuf_16          450
o22ai_1             60
mux4_1              67
buf_4              641
a21o_1            3296
o211ai_1            19
clkinv_1           110
nor2_1              46
mux2i_1            109
nand3_1            108
mux4_2             935
edfxtp_1          3871
a221oi_1            22
clkdlybuf4s50_1   1945
clkbuf_1            79
clkinv_2            73
a31oi_1             37
o21ai_0             26
and3_1              21
nor2b_2            138
nor3_1              28
diode_2           1088
nor2b_1            123
nand2_1            450
a21oi_1             39
nand4_1             40
==> metrics by stage <==
stage / hold slack [ns] / total power (W)
global route: 0.523 / 0.00329
CTS: 0.501 / 0.00319
floorplan: 0.436 / 0.00164
finish: 0.498 / 0.00317
detailed placement: 0.490 / 0.00230
global placement: 0.491 / 0.00230
==> cell type report <==
class,count,share of cell area
clock inverters,293,0.0133
flip-flops and latches,3874,0.490
clock buffers,529,0.0487
repair buffers,2601,0.104
inverters,8,0.000190
well taps,17200,0.0907
diodes,1088,0.0115
multi-input cells,5828,0.242
==> layer usage <==
layer | GRT usage | share of wire | up-vias
met2 | 0.218 | 0.39 | 8411
met3 | 0.170 | 0.21 | 2511
met1 | 0.165 | 0.32 | 58200
li1 | - | - | 48600
met5 | 0.0205 | 0.0051 | -
met4 | 0.0911 | 0.070 | 516
==> worst max-delay path, stage by stage <==
cell             delay, ns
clkdlybuf4s50_1       0.62
nand2_4               0.22
inv_8                 0.37
buf_4                 0.36
buf_4                 0.45
buf_4                 0.70
buf_4                 0.74
buf_4                 0.65
buf_4                 0.68
buf_4                 0.55
buf_4                 0.59
buf_4                 0.71
nor2b_2               0.35
a21o_1                0.26
==> worst paths after layout <==
check / end / start
worst min-delay path: read_start$_SDFF_PN0_ / read_start$_SDFF_PN0_
worst max register to register: buffer[112][2]$_DFFE_PP_ / flag$_DFFE_PP_
worst min register to register: read_start$_SDFF_PN0_ / read_start$_SDFF_PN0_
worst max-delay path: buffer[112][2]$_DFFE_PP_ / save
==> flip-flops by register name, summed over array words and instances (netlist names) <==
name / flops
read_start: 1
layer4_en: 1
save_com: 1
buffer: 3840
addr: 7
flag: 1
dout: 16
addra: 7
==> report_power, final <==
| part | switching, W | internal (W) | total [W] |
|---|---|---|---|
| Combinational | 0.000878 | 0.000396 | 0.00127 |
| Clock | 0.000379 | 0.000502 | 0.000882 |
| Sequential | 0.0000185 | 0.000999 | 0.00102 |
| Total | 0.00128 | 0.00190 | 0.00317 |
Power is estimated from default activity; no workload was simulated.
